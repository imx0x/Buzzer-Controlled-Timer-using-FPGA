==> run.sh <==
#!/bin/bash
# OpenROAD 26Q1-2900-gdf79404cd8, Yosys 0.63+post, stock flow scripts
make -C /OpenROAD-flow-scripts/flow DESIGN_CONFIG=/design/flow/config.mk WORK_HOME=/design/flow/orfs finish
==> constraint.sdc <==
current_design sevseg

set clk_period 5.4
set clk_io_pct 0.2

create_clock -name clk0 -period $clk_period [get_ports {clk}]

set non_clock_inputs [all_inputs -no_clocks]
set_input_delay [expr $clk_period * $clk_io_pct] -clock clk0 $non_clock_inputs
set_output_delay [expr $clk_period * $clk_io_pct] -clock clk0 [all_outputs]
==> config.mk <==
export PLATFORM = sky130hd
export DESIGN_NAME = sevseg
export DESIGN_NICKNAME = sevseg
export VERILOG_FILES = /design/flow/design.v
export SDC_FILE = /design/flow/constraint.sdc
export NUM_CORES = 4
export LEC_CHECK = 1
export CORE_UTILIZATION = 50
==> design.v <==
module sevseg(o1,o2,o3,o4,b,clk,i,reset,stop);
output reg[6:0] o1,o2,o3,o4;
output reg[1:0] b;
output  reg i;
input stop,reset;
input clk;
reg [3:0] x1,x2,x3,x4;
reg [28:0] i1,i3,i2,i4;
always @(posedge clk)
begin
	if(reset==1'b1)
		begin
		x1<=0;
		i1<=0;
		end
	else if(stop==1'b1)
	begin
		i1<=i1;	
	end
	else
	begin
		if(i1==26'h7A120) 
			begin
				if(x1!=9)
				begin
					x1<=x1+1;
					i1<=0;
				end
				else
					begin
					x1<=0;
					i1<=0;
					end
			end
		else
			i1<=i1+1;
	end
end
always @(posedge clk)
begin
	if(reset==1'b1)
		begin
		x2<=0;
		i2<=0;
		end
	else if(stop==1'b1)
	begin
		i2<=i2;	
	end
	else
		begin
		if(i2==29'h4C4B40) 
		begin
			if(x2!=9)
			begin
				x2<=x2+1;
				i2<=0;
			end
			else
			begin
				x2<=0;
				i2<=0;
			end
		end
		else
			i2<=i2+1;
	end
end
always @(posedge clk) 
	begin
		i<=1'b0;
	end
always @(posedge clk)  
	begin
if(reset==1'b1)
		begin
		x3<=0;
		i3<=0;
		end
	else if(stop==1'b1)
	begin
		i3<=i3;	
	end
	else
		begin 
		if(i3== 26'h2faf080)  
			begin
				if(x3!=9) 
					begin
						x3<= x3+1;  
						i3<=0;  
					end 
				else
					begin
						x3<=0;  
						i3<=0;  
					end 
			end 
		else 
			i3<=i3+1;  
	end
end
always @(posedge clk)  
begin 
	if(reset==1'b1)
		begin
		x4<=0;
		i4<=0;
		end
	else if(stop==1'b1)
	begin
		i4<=i4;	
	end
	else
		begin
			if(i4== 29'h1dcd6500)  
				begin 
					if(x4!=5)  
						begin 
							x4<=x4+1; 
							i4<=0;  
						end
					else
						begin 
							x4<=0;  
							i4<=0; 
						end 
				end 
			else 
			i4<=i4+1;  
		end
	end
always @(x1)
	case(x1)
		4'h0:o1<=7'b1000000;
		4'h1:o1<=7'b1111001;
		4'h2:o1<=7'b0100100;
		4'h3:o1<=7'b0110000;
		4'h4:o1<=7'b0011001;
		4'h5:o1<=7'b0010010;
		4'h6:o1<=7'b0000010;
		4'h7:o1<=7'b1111000;
		4'h8:o1<=7'b0000000;
		4'h9:o1<=7'b0010000;
	default:o1<=7'b0000000;
	endcase
always @(x2)
	case(x2)
		4'h0:o2<=7'b1000000;
		4'h1:o2<=7'b1111001;
		4'h2:o2<=7'b0100100;
		4'h3:o2<=7'b0110000;
		4'h4:o2<=7'b0011001;
		4'h5:o2<=7'b0010010;
		4'h6:o2<=7'b0000010;
		4'h7:o2<=7'b1111000;
		4'h8:o2<=7'b0000000;
		4'h9:o2<=7'b0010000;
	default:o2<=7'b0000000;
	endcase
always @(x3)  
		case(x3)
			4'h0: o3<=7'b1000000;
			4'h1: o3<=7'b1111001;
			4'h2: o3<=7'b0100100;
			4'h3: o3<=7'b0110000;
			4'h4: o3<=7'b0011001;
			4'h5: o3<=7'b0010010;
			4'h6: o3<=7'b0000010;
			4'h7: o3<=7'b1111000;
			4'h8: o3<=7'b0000000;
			4'h9: o3<=7'b0010000;
			default: o3<= 7'b1111111;  
		endcase
always @(x4)  
		case(x4)
			4'h0: o4 <= 7'b1000000;
			4'h1: o4 <= 7'b1111001;
			4'h2: o4 <= 7'b0100100;
			4'h3: o4 <= 7'b0110000;
			4'h4: o4 <= 7'b0011001;
			4'h5: o4 <= 7'b0010010;  
			default: o4 <= 7'b1111111;
		endcase
always @(posedge clk)
	begin
		if(x3==9 && x4==5)
			begin
				b[1]<=1'b1;
				b[0]<=1'b0;
			end
		else 
				begin
				   b[1]<=1'b0;
					b[0]<=1'b0;
				end 
	end
endmodule
==> impl_metrics.tcl <==
# yosys + openroad results
set metrics [dict create \
    path_buffers 3 \
    gr-total-overflow 0 \
    syn_avg_cell_area_um2 8.68 \
    ir_worst_vdd_uv 218 \
    synth.area.mux_share_pct 2.09 \
    setup_violations 0 \
    rows 44 \
    postLayoutCellArea_mm2 0.00849 \
    power_per_cell_area_mw_per_mm2 288 \
    syn_area_mm2 0.00742 \
    synth_cell_type_count 57 \
    setup-tns-final_ns 0 \
    rsz0062_at_grt "no" \
    path_clk_slew_ns 0.06 \
    antenna_cells 0 \
    cap_violations 0 \
    cts_num_sinks 154 \
    clock_path_buffers 2 \
    most-common-layout-cells "nor2_1 (155), dfxtp_1 (154), xor2_1 (76)" \
    htreeDepth 4 \
    buffer_ports.inserted 31 \
    firstDrtPassIters 4 \
    simple_gate_share_pct 29.1 \
    numSynthFlops 154 \
    cts_made_buffers 17 \
    cts_tree "yes" \
    dieArea_mm2 0.0153 \
    wl_mm 13.8 \
    vias 5638 \
    grt_pass1_wl_mm 23.3 \
    cts.repair.resized 0 \
    cp_slowest_cell "clkdlybuf4s50_1" \
    dp_hpwl_mm 9.17 \
    initial_core_util_pct 51.1 \
    outcome "completed" \
    slew_headroom_pct 39.9 \
    die_width_um 124 \
    drive_above_1_share_pct 6.39 \
    ys_seq_share_pct 41.5 \
    warning_count 44 \
    grt_usage_pct 19.4 \
    leakagePower_nw 3.10 \
    ys_chip_area_mm2 0.00742 \
    wl_per_cell_um 12.8 \
    core-area_mm2 0.0145 \
    place_congestion 0.861 \
    fin_skew_ns 0.00477 \
    xor_share_pct 13.3 \
    worst_setup_path_end_kind "flip-flop" \
    crit_family "simple AND/OR/NAND/NOR gates" \
    path_cells "clkdlybuf4s50_1 > buf_4 > nor4_1 > nand4_1 > or2_1 > or3_4 > a21oi_2 > inv_1 > ha_1 > o21ai_0 > a221oi_1 > o21ai_0 > o22ai_1" \
    drc_errors 0 \
    ys_sh_aoi_pct 5.12 \
    ys_warn_count 1 \
    timing.fmax_mhz 266 \
    cp-start-kind "input pin" \
    clockRootBuffer "clkbuf_16" \
    lay_top_count "nor2_1" \
    cts_setup_buffers 0 \
    period_needed_ns 3.76 \
    grt_pass1_vias 5020 \
    r2r_slack_ns 2.32 \
    clk_latency_ns 0.41 \
    crit_top_cell "o21ai_0" \
    finalHoldViolCount 0 \
    ys.flop_type "dfxtp_1" \
    worst_slew_pin_slew_ns 0.895 \
    timing.final.crit_share_pct 69.6 \
    edf_count 0 \
    synth.logic.top_family "simple AND/OR/NAND/NOR gates" \
    antenna_left 0 \
    crit_fanout 26 \
    async_flop_share_pct 0 \
    drv_slew 0 \
    path_class "input pin to flip-flop" \
    worst_ep_required_time_ns 5.69 \
    max_stage_delay_ns 0.41 \
    vias_per_cell 5.24 \
    syn_inst 855 \
    syn_to_final_growth_pct 14.3 \
    antenna_found_initial 0 \
    die_y_um 124 \
    cp.arrival_ns 4.05 \
    yosysCellCount 855 \
    grt_max_degree 36 \
    first_iter_violations 299 \
    hp-class "flip-flop to flip-flop" \
    placed_area_mm2 0.00787 \
    ioPinCount 34 \
    synthAdderAreaFrac_pct 4.89 \
    cts_hold_buf 0 \
]
-- sequential cells by signal, indices dropped and copies added (netlist names) --
signal / cells
i1: 29
i2: 29
i3: 29
i4: 29
o1: 7
o2: 7
o3: 7
x1: 4
x2: 4
x3: 4
x4: 4
b: 1
-- power breakdown --
part	switching, W	internal (W)
clock network	0.000453	0.000783
logic	0.0000355	0.0000202
registers	0.00000866	0.00114
-- worst paths after layout --
kind | start | end | depth (start not counted)
setup reg to reg | i1[0] | o1[3] | 11
hold / removal | i1[15] | i1[15] | 2
setup / recovery | stop | o2[4] | 13
hold reg to reg | i1[15] | i1[15] | 2
-- logic make-up (layout without fill, tap and decap cells) --
kind of cell,count (synthesis),after routing
and+or+nand+nor,413,413
other,1,2
buffers and inverters,70,106
muxes,15,15
adders and majority gates,29,29
AOI/OAI and AO/OA,60,60
xor gates and xnor gates,113,113
DFF,154,154
-- cells in the mapped netlist (all sizes together) (21+ instances only) --
library cell	count	share of area [%]
clkbuf	21	1.1
xor2	76	9.0
nand2	57	2.9
a21oi	23	1.6
nand3	36	2.4
dfxtp	154	42
ha	29	4.9
xnor2	37	4.4
nor2	155	7.8
nand4	35	3.0
inv	38	1.9
nor3	23	1.7
-- metal layers --
layer,up-vias,part of all wire (%),global-route usage (%)
met4,0,0.57,1.96
met3,4,3.6,3.74
met5,-,0,0
li1,2958,-,-
met1,2594,54,31.5
met2,82,42,28.3
-- worst reg2reg max path: stages, from the launching register on --
cell and delay [ns]:
dfxtp_1 0.35, inv_1 0.09, ha_1 0.17, nor4b_1 0.29
nand4_1 0.35, nor2_1 0.40, mux2i_1 0.16, nor2_1 0.25
inv_1 0.13, ha_1 0.32, or3_1 0.36, a21oi_1 0.14
-- cell type report --
type                            count  area [µm²]
Multi-Input combinational cell    632        4060
Sequential cell                   154        3080
Tap cell                          184         230
Clock inverter                     12         173
Inverter                           38         143
Clock buffer                       20         447
Fill cell                        1217        6050
Timing Repair Buffer               36         348
-- per-stage QoR --
| stage | total power (W) | hold slack (ns) | instances | util (%) | setup WS (ns) |
|---|---|---|---|---|---|
| 4_1_cts | 0.00247 | 0.507 | 1076 | 58.4 | 1.65 |
| 3_5_place_dp | 0.00123 | 0.497 | 1044 | 54.1 | 1.22 |
| 3_3_place_gp | 0.00123 | 0.486 | 1044 | 54.1 | 1.29 |
| 5_1_grt | 0.00254 | 0.540 | 1076 | 58.4 | 1.37 |
| 6_report | 0.00244 | 0.505 | 1076 | 58.4 | 1.64 |
| 2_1_floorplan | 0.00122 | 0.466 | 856 | - | 1.98 |
Power is estimated from default activity; no workload was simulated.
